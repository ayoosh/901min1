==> /design/flow/design.v <==
module terminal(input clk, input rst, output data);
reg [11:0]data_send;
reg [15:0]baud_counter;
reg [3:0]i;
assign data = data_send[0];
always@(posedge clk)begin
	if(rst)begin
		data_send <= 12'hAAB;  
		baud_counter <= 16'h28A7;  
	end
	else begin
		if(baud_counter == 0)begin
			baud_counter <= 16'h28A7;
			for(i=0 ;i < 4'b1011; i = i+1)
				data_send[i] <= data_send[i+1];
			data_send[11] <= data_send[0];
		end
		else
			baud_counter <= baud_counter - 1;
	end
end
endmodule
==> /design/flow/run.sh <==
#!/bin/bash
# OpenROAD 26Q1-2900-gdf79404cd8, Yosys 0.63+post, stock flow scripts
make -C /OpenROAD-flow-scripts/flow DESIGN_CONFIG=/design/flow/config.mk WORK_HOME=/design/flow/orfs finish
==> /design/flow/config.mk <==
export PLATFORM = sky130hd
export DESIGN_NAME = terminal
export DESIGN_NICKNAME = terminal
export VERILOG_FILES = /design/flow/design.v
export SDC_FILE = /design/flow/constraint.sdc
export NUM_CORES = 4
export LEC_CHECK = 1
export CORE_AREA = 10 10 100 100
export DIE_AREA = 0 0 110 110
==> /design/flow/constraint.sdc <==
current_design terminal

set clk_period 7.2
set clk_io_pct 0.2

create_clock -name clk0 -period $clk_period [get_ports {clk}]

set non_clock_inputs [all_inputs -no_clocks]
set_input_delay [expr $clk_period * $clk_io_pct] -clock clk0 $non_clock_inputs
set_output_delay [expr $clk_period * $clk_io_pct] -clock clk0 [all_outputs]
==> flow_metrics.tcl <==
# implementation run metrics
set metrics [dict create \
    synth_flops 28 \
    rsz0062_at_grt "false" \
    first_iter_violations 51 \
    stdcell_count 235 \
    power_leakage_nw 0.469 \
    arrival_ns 1.13 \
    cts.path.max_buffers 2 \
    core_util_floorplan_pct 15.1 \
    async_reset_ff_share_pct 0 \
    crit_buf_inv 1 \
    grt_pass1_wl_um 3370 \
    synth_dominant_cell_count "nand2_1" \
    start_kind "register" \
    grt_pass1_vias 754 \
    ant_nets 0 \
    tightest_slew_ns 0.553 \
    cts_buffers 3 \
    routedWlPerCell_um 7.83 \
    fin_total_pwr_uw 247 \
    synth_stat.cells 134 \
    port_buffers 2 \
    rows 32 \
    top_area_cell "dfxtp_1" \
    io_pins 3 \
    core_um2 7810 \
    antennaDiodeCount 0 \
    fin_crit_ns 2.57 \
    max_cap_violations 0 \
    routed_wl_um 1840 \
    numClockSinks 28 \
    place_inst 232 \
    syn_avg_cell_area_um2 8.78 \
    layout-drive-gt1-share_pct 4.51 \
    dpl_cell_area_um2 1290 \
    max_freq_mhz 389 \
    yosys_area_um2 1180 \
    hold_class "register to register" \
    status "finished, final reports clean" \
    cp_top_family "buffers and inverters" \
    hold_buffers 0 \
    clock_latency_ns 0.27 \
    track_usage_pct 3.30 \
    postLayoutCellArea_um2 1340 \
    edf_count 0 \
    cts_tree "yes" \
    synth_area_um2 1180 \
    relSlewSlack_pct 62.9 \
    vias 818 \
    clock_skew_ns 0.00462 \
    die_area_um2 12100 \
    synthTopCellsByCount "nand2_1 (36), dfxtp_1 (28), nor2_1 (13)" \
    grt-ovfl-total 0 \
    path_clk_slew_ns 0.09 \
    netlist_instances 134 \
    slowest_stage "clkdlybuf4s50_1" \
    yosys_warnings 1 \
    hold_viol 0 \
    clockRootBuffer "clkbuf_8" \
    min_period_over_period_pct 35.7 \
    drv_slew 0 \
    crit_path_end_kind "output port" \
    yosys.stat.seqShare_pct 47.7 \
    htreeDepth 1 \
    warning_count 25 \
    cp.required_ns 5.76 \
    post_cts_buffers 0 \
    setup_viol 0 \
    peakVddDrop_mv 0.0576 \
    worstSetupPathType "register to output port" \
    route.detailed.drc 0 \
    top_cell_area_share_pct 47.7 \
    crit_path_max_fanout 3 \
    top_cells_by_area "dfxtp_1 (48%), nand2_1 (11%), xor2_1 (6.7%)" \
    path_cells "clkdlybuf4s50_1" \
    grt_max_degree 17 \
    antenna_found_initial 0 \
    die_h_um 110 \
    area_delta_synth_final_pct 13.5 \
    synth.distinct_cells 23 \
    via_per_inst 3.48 \
    dp_hpwl_um 1320 \
    gp_congestion 0.732 \
    die_w_um 110 \
    flop_cell "dfxtp_1" \
    p_per_area_nw_per_um2 185 \
    cpPeakStageDelay_ns 0.51 \
    dr.pass1.iters 4 \
    tns_ns 0 \
    ctsResizeCount 0 \
]
==> layout by cell type, fill, tap and decap left out <==
cell             instances
mux2_1                   1
clkbuf_8                 3
clkdlybuf4s50_1          2
nor3_1                   5
nor4_1                   1
inv_1                    2
and4_1                   1
nand3_1                  4
xnor2_1                  3
dfxtp_1                 28
nand2b_1                 1
nor4_4                   3
nand2_1                 36
nand3b_1                 8
ha_1                     1
xor2_1                   9
nor4b_1                  1
and4b_1                  1
nand4_1                  4
a21oi_1                  5
nor2_1                  13
nor2b_1                  1
==> through the flow <==
step                setup WS, ns  utilization, %  hold WS (ns)
finish                      4.63            17.1         0.424
CTS                         4.61            17.1         0.423
global route                4.55            17.1         0.440
detailed placement          4.40            16.6         0.402
floorplan                   5.27               -         0.385
global placement            4.42            16.6         0.401
==> final timing paths <==
kind                              startpoint                    endpoint  slack, ns  depth (start not counted)
setup / recovery   data_send[0]$_SDFFE_PP1N_                        data       4.63                          1
hold reg to reg   baud_counter[0]$_SDFF_PP1_  baud_counter[0]$_SDFF_PP1_       0.42                          1
setup reg to reg  baud_counter[0]$_SDFF_PP1_  baud_counter[9]$_SDFF_PP0_       4.96                          6
hold / removal    baud_counter[0]$_SDFF_PP1_  baud_counter[0]$_SDFF_PP1_       0.42                          1
==> power breakdown <==
| group | switching [mW] | internal [mW] | total (mW) |
|---|---|---|---|
| sequential | 0.00169 | 0.156 | 0.158 |
| combinational | 0.00480 | 0.00310 | 0.00790 |
| clock | 0.0434 | 0.0375 | 0.0808 |
==> per-layer routing <==
metal / track usage (%) / vias up / part of all wire, %
met5: 0 / - / 0
met4: 0.836 / 0 / 2.5
met3: 0.705 / 4 / 2.9
met2: 4.70 / 6 / 40
met1: 4.94 / 361 / 55
li1: - / 447 / -
==> kinds of logic (layout without fill, tap and decap cells) <==
logic type / after synthesis / after routing / share of synthesized area [%]
AND/OR/NAND/NOR: 79 / 79 / 36.1
flip-flops: 28 / 28 / 47.7
XOR/XNOR: 12 / 12 / 8.94
buffers and inverters: 8 / 7 / 3.19
AND-OR/OR-AND: 5 / 5 / 2.13
adder cells (fa/ha/maj): 1 / 1 / 1.06
multiplexers: 1 / 1 / 0.957
==> state kept, by name, indices dropped and copies added, names as in the netlist <==
name and count:
baud_counter 16, data_send 12
==> area by class of cell <==
type                       count  area (um2)
timing repair buffer           2        20.0
sequential                    28         561
multi-input combinational     98         578
inverter                       2        7.51
fill                         852        6470
clock buffer                   3        41.3
tap                          102         128
Power is estimated from default activity; no workload was simulated.
