==> flow/design.v <==
module driver1(input clk, input rst, input [1:0] br_cfg, output reg iocs, output reg iorw, input rda, input tbr, output reg [1:0] ioaddr, inout [7:0] databus);
reg [7:0]data;
assign databus = (iorw ==1'b0 && ((ioaddr == 2'b00) || (ioaddr == 2'b10) || (ioaddr == 2'b11))) ? data : 8'hzz;
reg baud_done;
reg [7:0]i;
reg flag;
reg [7:0]received_data;
always@(posedge clk) begin
	if (rst) begin
		iocs <= 0;
		iorw <= 0;
		ioaddr <= 0;
		data <= 0;
		baud_done <= 0;
		i <= 8'h07;
		flag <=1'b1;
		received_data <= 8'd0;
	end
	else if (baud_done == 0) begin
		if (ioaddr == 0) begin
			iocs <= 1;
			ioaddr <= 2'b10;
			iorw <= 0;
			if (br_cfg == 2'b00)
				data <= 8'h16;
			if (br_cfg == 2'b01)
				data <= 8'h8b;
			if (br_cfg == 2'b10)
				data <= 8'h46;
			if (br_cfg == 2'b11)
				data <= 8'ha3;
		end
		else if (ioaddr == 2'b10) begin
			iocs <= 1;
			ioaddr <= 2'b11;
			iorw <= 0;
			baud_done <= 1;
			if (br_cfg == 2'b00)
				data <= 8'h05;
			if (br_cfg == 2'b01)
				data <= 8'h02;
			if (br_cfg == 2'b10)
				data <= 8'h01;
			if (br_cfg == 2'b11)
				data <= 8'h00;
		end
	end
	else if (rda== 1'b1 && flag ==1'b1) begin
		iocs <= 1;
		iorw <= 1;
		ioaddr <= 2'b00;
		flag <= 1'b0;
	end
	else if(flag == 1'b0) begin
		received_data <= databus;
		flag <= 1'b1;
		iocs <=1'b0;
	end
	else
	   iocs <= 0;
end
endmodule
==> flow/run.sh <==
#!/bin/bash
# OpenROAD 26Q1-2900-gdf79404cd8, Yosys 0.63+post, stock flow scripts
make -C /OpenROAD-flow-scripts/flow DESIGN_CONFIG=/design/flow/config.mk WORK_HOME=/design/flow/orfs finish
==> flow/config.mk <==
export PLATFORM = sky130hd
export DESIGN_NAME = driver1
export DESIGN_NICKNAME = driver1
export VERILOG_FILES = /design/flow/design.v
export SDC_FILE = /design/flow/constraint.sdc
export NUM_CORES = 4
export LEC_CHECK = 1
export CORE_AREA = 10 10 72 72
export DIE_AREA = 0 0 82 82
==> flow/constraint.sdc <==
current_design driver1

set clk_period 1.8
set clk_io_pct 0.2

create_clock -name clk0 -period $clk_period [get_ports {clk}]

set non_clock_inputs [all_inputs -no_clocks]
set_input_delay [expr $clk_period * $clk_io_pct] -clock clk0 $non_clock_inputs
set_output_delay [expr $clk_period * $clk_io_pct] -clock clk0 [all_outputs]
==> flow_metrics.py <==
# Generated from Yosys and OpenROAD reports
metrics = {
    "die": {
        "fp.dieH_um": 82,
        "io_pins": 18,
        "initCoreUtil_pct": 15.5,
        "rows": 22,
        "die_x_um": 82,
    },
    "synthesis": {
        "postSynthSeqShare_pct": 49.0,
        "simple_gate_area_share_pct": 26.0,
        "top_logic_kind": "simple AND/OR/NAND/NOR gates",
        "xor_share_pct": 1.53,
        "ys_types": 22,
        "mux_share_pct": 0,
        "ys.warnings.count": 2,
        "yosys_area_um2": 572,
        "synth_adder_area_share_pct": 0,
        "ys.flops": 14,
        "netlist_instances": 64,
        "synth_area_per_cell_um2": 8.93,
        "synth_area_um2": 572,
        "compound_area_share_pct": 17.7,
        "ys_cells": 64,
    },
    "clock_network": {
        "hold_buffers": 0,
        "cts_buffer_depth": 2,
        "cts_sinks": 14,
        "htree_levels": 1,
        "cts-resized-gates": 0,
        "cts_setup_buffers": 0,
        "clock-root-buffer": "clkbuf_8",
        "cts_buffers": 3,
    },
    "placed_design": {
        "place_inst": 117,
        "gp_congestion": 0.739,
        "io_buffers": 8,
        "dp_hpwl_um": 1010,
    },
    "run_status": {
        "tool.error": "[error] [KeplerFormal.cpp:679] Workflow failed: Iso has multiple drivers: .databus0, databus[0]$_SDFFE_PP0P_.Q0",
        "lastStage": "4_1_cts",
        "outcome": "did not finish",
    },
}
cell usage after synthesis:
cell type	n	area, um2
a2bb2oi_1	1	8.76
buf_2	2	10.0
a21oi_1	8	40.0
o21ai_0	1	5.00
nor2_1	4	15.0
nand2_1	10	37.5
inv_2	1	3.75
a211oi_1	2	15.0
xnor2_1	1	8.76
nand3_1	3	15.0
nor2_2	2	12.5
nor2_4	1	11.3
nor2b_1	3	18.8
nand2b_1	2	12.5
dfxtp_1	14	280
nand3b_1	2	15.0
buf_6	1	11.3
or2_1	1	6.26
a21oi_2	2	17.5
buf_4	1	7.51
nor3_1	1	5.00
a311oi_2	1	15.0
stage by stage:
stage               setup slack (ps)  instance area (um2)
global placement                 326                  691
detailed placement               331                  691
floorplan                        810                  572
cells by family after synthesis:
group           after synthesis
compound gates               15
flops                        14
simple gates                 29
xor+xnor                      1
buf+inv                       5
